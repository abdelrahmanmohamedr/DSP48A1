File: design/flow/run.sh
#!/bin/bash
# OpenROAD 26Q1-2900-gdf79404cd8, Yosys 0.63+post, stock flow scripts
make -C /OpenROAD-flow-scripts/flow DESIGN_CONFIG=/design/flow/config.mk WORK_HOME=/design/flow/orfs finish
File: design/flow/config.mk
export PLATFORM = sky130hd
export DESIGN_NAME = reg_mux_48bit_Async
export DESIGN_NICKNAME = reg_mux_48bit_Async
export VERILOG_FILES = /design/flow/design.v
export SDC_FILE = /design/flow/constraint.sdc
export NUM_CORES = 4
export LEC_CHECK = 1
export CORE_UTILIZATION = 50
File: design/flow/constraint.sdc
current_design reg_mux_48bit_Async

set clk_period 1.5
set clk_io_pct 0.2

create_clock -name clk0 -period $clk_period [get_ports {clk}]

set non_clock_inputs [all_inputs -no_clocks]
set_input_delay [expr $clk_period * $clk_io_pct] -clock clk0 $non_clock_inputs
set_output_delay [expr $clk_period * $clk_io_pct] -clock clk0 [all_outputs]
File: design/flow/design.v
module reg_mux_48bit_Async (a,clk,reset,clken,b);
parameter regi = 1;
    input [47:0]a;
    input clk,clken,reset;
    output reg [47:0]b;
    reg [47:0]a_reg;
    always @(*) begin
        if (regi) begin 
            b <= a_reg;
        end else begin
            b = a;
        end
    end
    always @(posedge clk or posedge reset) begin
        if (reset) begin
            a_reg <= 0;
        end else begin
             if (clken) begin
                   a_reg <= a;
                end  
        end
    end
endmodule
==> flow_metrics.py <==
# Generated from Yosys and OpenROAD reports
metrics = {
    "outcome": {
        "status": "did not finish",
        "lastStage": "3_5_place_dp",
        "stop_error": "[ERROR DPL-0036] Detailed placement failed.",
    },
    "yosys": {
        "yosysWarnings": 1,
        "synthTopCellsByCount": "dfrtp_1, mux2_2, mux2_4",
        "ys_seq_share_pct": 64.4,
        "synth_top_area_share_pct": 64.4,
        "yosys_cells": 102,
        "ys.flop_type": "dfrtp_1",
        "syn_inst": 102,
        "synthesis.area_um2": 1860,
        "enable_flop_cells": 0,
        "ys_types": 6,
        "top_area_cell": "dfrtp_1",
        "synth_chip_area_um2": 1860,
        "yosysMostFrequentCell": "dfrtp_1",
        "ys_async_sr_fraction_pct": 100,
        "ys.flops": 48,
        "synth_area_per_cell_um2": 18.3,
        "area_leaders": "dfrtp_1, mux2_2, mux2_4",
    },
    "floorplanning": {
        "die-width_um": 63.1,
        "rows": 21,
        "io_pins": 99,
        "initial_core_util_pct": 54.2,
        "fp.dieH_um": 63.1,
    },
    "placement": {
        "port_buffers": 98,
        "gp_congestion": 0.755,
    },
}
## per-stage QoR
stage | hold slack [ns] | setup WS, ns
floorplan | 0.448 | 0.0555
global placement | 0.489 | 0.327
## logic make-up after synthesis
group | Yosys count | synth area share, %
mux | 48 | 33.0
flops | 48 | 64.4
buf+inv | 6 | 2.55
