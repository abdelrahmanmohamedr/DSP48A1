## design/flow/constraint.sdc

```tcl
current_design main

set clk_period 16.4
set clk_io_pct 0.2

create_clock -name clk0 -period $clk_period [get_ports {CLK}]

set non_clock_inputs [all_inputs -no_clocks]
set_input_delay [expr $clk_period * $clk_io_pct] -clock clk0 $non_clock_inputs
set_output_delay [expr $clk_period * $clk_io_pct] -clock clk0 [all_outputs]
```

## design/flow/design.v

```verilog
module main (A,B,C,D,CLK,CARRYIN,OPMODE,BCIN,RSTA,RSTB,RSTM,RSTP,RSTC,RSTD,RSTCARRYIN,RSTOPMODE,CEA,CEB,CEM,CEP,CEC,CED,CECARRYIN,CEOPMODE,PCIN,BCOUT,PCOUT,P,M,CARRYOUT,CARRYOUTF);
    parameter A0REG = 0;
    parameter B0REG = 0;
    parameter A1REG = 1;
    parameter B1REG = 1;
    parameter CREG = 1;
    parameter DREG = 1;
    parameter MREG = 1;
    parameter PREG = 1;
    parameter CARRYINREG = 1;
    parameter CARRYOUTREG = 1;
    parameter OPMODEREG = 1;
    parameter CARRYINSEL = "OPMODE5";
    parameter B_INPUT = "DIRECT";
    parameter RSTTYPE = "SYNC";
    input [47:0]C,PCIN;
    input [17:0] A,B,D,BCIN;
    input [7:0] OPMODE;
    input CLK,CARRYIN,RSTA,RSTB,RSTM,RSTP,RSTC,RSTD,RSTCARRYIN,RSTOPMODE,CEA,CEB,CEM,CEP,CEC,CED,CECARRYIN,CEOPMODE;
    output [47:0]PCOUT,P;
    output [35:0]M;
    output [17:0]BCOUT;
    output CARRYOUT,CARRYOUTF;
    wire [47:0]c_reg;
    reg [47:0]x_mux;
    reg [47:0]z_mux;
    wire [47:0]postadd_sub_out;
    wire [35:0]multiply_out;
    wire [17:0]b_bcin;
    wire [17:0]b0_preout;
    wire [17:0]a0_reg;
    wire [17:0]a1_reg;
    wire [17:0]b0_reg;
    wire [17:0]d_reg;
    wire [17:0]preadd_sub_out;
    wire [7:0]opmode_reg;
    wire cin_op5;
    wire cin_reg;
    wire cout_reg;
    generate
    if (RSTTYPE == "SYNC") begin
        reg_mux_18bit_sync #(A0REG) reg_mux_18bit_sync1 (A,CLK,RSTA,CEA,a0_reg );
        reg_mux_18bit_sync #(A1REG) reg_mux_18bit_sync2 (a0_reg,CLK,RSTA,CEA,a1_reg );
        reg_mux_18bit_sync #(B0REG) reg_mux_18bit_sync3 (B,CLK,RSTB,CEB,b0_reg );
        reg_mux_18bit_sync #(B1REG) reg_mux_18bit_sync4 (b0_preout,CLK,RSTB,CEB,BCOUT );
        reg_mux_48bit_sync #(CREG) reg_mux_48bit_sync1 (C,CLK,RSTC,CEC,c_reg );
        reg_mux_18bit_sync #(DREG) reg_mux_18bit_sync6 (D,CLK,RSTD,CED,d_reg );
        reg_mux_8bit_sync #(OPMODEREG) reg_mux_8bit_sync1 (OPMODE,CLK,RSTOPMODE,CEOPMODE,opmode_reg );
        reg_mux_36bit_sync #(MREG) reg_mux_36bit_sync1 (multiply_out,CLK,RSTM,CEM,M );
        reg_mux_1bit_sync #(CARRYINREG) reg_mux_1bit_sync1 (cin_op5,CLK,RSTCARRYIN,CECARRYIN,cin_reg );
        reg_mux_48bit_sync #(PREG) reg_mux_48bit_sync2 (postadd_sub_out,CLK,RSTP,CEP,PCOUT );
        reg_mux_1bit_sync #(CARRYOUTREG) reg_mux_1bit_sync2 (cout_reg,CLK,RSTCARRYIN,CECARRYIN,CARRYOUT );
    end else begin
        reg_mux_18bit_Async #(A0REG) reg_mux_18bit_Async7 (A,CLK,RSTA,CEA,a0_reg );
        reg_mux_18bit_Async #(A1REG) reg_mux_18bit_Async8 (a0_reg,CLK,RSTA,CEA,a1_reg );
        reg_mux_18bit_Async #(B0REG) reg_mux_18bit_Async9 (B,CLK,RSTB,CEB,b0_reg );
        reg_mux_18bit_Async #(B1REG) reg_mux_18bit_Async4 (b0_preout,CLK,RSTB,CEB,BCOUT );
        reg_mux_48bit_Async #(CREG) reg_mux_48bit_Async3 (C,CLK,RSTC,CEC,c_reg );
        reg_mux_18bit_Async #(DREG) reg_mux_18bit_Async12 (D,CLK,RSTD,CED,d_reg );
        reg_mux_8bit_Async #(OPMODEREG) reg_mux_8bit_Async2 (OPMODE,CLK,RSTOPMODE,CEOPMODE,opmode_reg );
        reg_mux_36bit_Async #(MREG) reg_mux_36bit_Async2 (multiply_out,CLK,RSTM,CEM,M ); 
        reg_mux_1bit_Async #(CARRYINREG) reg_mux_1bit_Async3 (cin_op5,CLK,RSTCARRYIN,CECARRYIN,cin_reg );
        reg_mux_48bit_Async #(PREG) reg_mux_48bit_Async4 (postadd_sub_out,CLK,RSTP,CEP,PCOUT );
        reg_mux_1bit_sync #(CARRYOUTREG) reg_mux_1bit_sync4 (cout_reg,CLK,RSTCARRYIN,CECARRYIN,CARRYOUT );
    end
endgenerate
    per_adder_sub per_adder_sub (d_reg,b0_reg,opmode_reg[6],preadd_sub_out);
    multiplier multiplier (BCOUT,a1_reg,multiply_out);
    post_adder_sub post_adder_sub (z_mux,x_mux,opmode_reg[7],cin_op5,postadd_sub_out);
    always @(*) begin
        case (opmode_reg[1:0])
            2'b11: x_mux = {d_reg[11:0],a1_reg[17:0],BCOUT[17:0]};
            2'b10: x_mux = PCOUT;
            2'b01: x_mux = M;
            2'b00: x_mux = 0;
        endcase
    end
    always @(*) begin
        case (opmode_reg[3:2])
            2'b11: z_mux = c_reg;
            2'b10: z_mux = PCOUT;
            2'b01: z_mux = PCIN;
            2'b00: z_mux = 0;
        endcase
    end
   assign b_bcin = (B_INPUT == "DIRECT")?B:(B_INPUT == "CASCADE")?BCIN:0;
   assign b0_preout = (opmode_reg[4])?preadd_sub_out:b0_reg;
   assign {cout_reg,cin_op5} = (CARRYINSEL == "OPMODE5")?opmode_reg[5]:(B_INPUT == "CARRYIN")?CARRYIN:0;
   assign CARRYOUTF = CARRYOUT;
   assign P = PCOUT;
endmodule
module multiplier (a,b,c);
    input [17:0]a,b;
    output [35:0]c;
    assign c = a * b;
endmodule
module per_adder_sub (a,b,operator,c);
    input [17:0]a,b;
    input operator;
    output reg [17:0]c;
    always @(*) begin
        if (operator) begin
            c = a - b;
        end else begin
            c = a + b;
        end
    end
endmodule
module post_adder_sub (a,b,operator,carryin,c);
    input [47:0]a,b;
    input operator,carryin;
    output reg [47:0]c;
    always @(*) begin
        if (operator) begin
            c = a - (b  + carryin);
        end else begin
            c = a + b + carryin;
        end
    end
endmodule
module reg_mux_18bit_sync (a,clk,reset,clken,b);
parameter regi = 1;
    input [17:0]a;
    input clk,clken,reset;
    output reg [17:0]b;
    reg [17:0]a_reg;
    always @(*) begin
        if (regi) begin 
             b <= a_reg;
        end else begin
            b = a;
        end
    end
    always @(posedge clk) begin
        if (reset) begin
            a_reg <= 0;
        end else begin
            if (clken) begin
                   a_reg <= a;
                end  
        end
    end
endmodule
module reg_mux_1bit_sync (a,clk,reset,clken,b);
parameter regi = 1;
    input a;
    input clk,clken,reset;
    output reg b;
    reg a_reg;
    always @(*) begin
        if (regi) begin 
              b <= a_reg;
        end else begin
            b = a;
        end
    end
    always @(posedge clk) begin
        if (reset) begin
            a_reg <= 0;
        end else begin
             if (clken) begin
                   a_reg <= a;
                end  
        end
    end
endmodule
module reg_mux_36bit_sync (a,clk,reset,clken,b);
parameter regi = 1;
    input [35:0]a;
    input clk,clken,reset;
    output reg [35:0]b;
    reg [35:0]a_reg;
    always @(*) begin
        if (regi) begin 
             b <= a_reg;
        end else begin
            b = a;
        end
    end
    always @(posedge clk) begin
        if (reset) begin
            a_reg <= 0;
        end else begin
             if (clken) begin
                   a_reg <= a;
                end  
        end
    end
endmodule
module reg_mux_48bit_sync (a,clk,reset,clken,b);
parameter regi = 1;
    input [47:0]a;
    input clk,clken,reset;
    output reg [47:0]b;
    reg [47:0]a_reg;
    always @(*) begin
        if (regi) begin 
             b <= a_reg;
        end else begin
            b = a;
        end
    end
    always @(posedge clk) begin
        if (reset) begin
            a_reg <= 0;
        end else begin
             if (clken) begin
                   a_reg <= a;
                end  
        end
    end
endmodule
module reg_mux_8bit_sync (a,clk,reset,clken,b);
parameter regi = 1;
    input [7:0]a;
    input clk,clken,reset;
    output reg [7:0]b;
    reg [7:0]a_reg;
    always @(*) begin
        if (regi) begin 
              b <= a_reg;
        end else begin
            b = a;
        end
    end
    always @(posedge clk) begin
        if (reset) begin
            a_reg <= 0;
        end else begin
            if (clken) begin
                   a_reg <= a;
                end  
        end
    end
endmodule
```

## design/flow/run.sh

```bash
#!/bin/bash
# OpenROAD 26Q1-2900-gdf79404cd8, Yosys 0.63+post, stock flow scripts
make -C /OpenROAD-flow-scripts/flow DESIGN_CONFIG=/design/flow/config.mk WORK_HOME=/design/flow/orfs finish
```

## design/flow/config.mk

```make
export PLATFORM = sky130hd
export DESIGN_NAME = main
export DESIGN_NICKNAME = main
export VERILOG_FILES = /design/flow/design.v
export SDC_FILE = /design/flow/constraint.sdc
export NUM_CORES = 4
export LEC_CHECK = 1
export CORE_UTILIZATION = 50
```

==> flow_summary.toml <==
# generated from flow reports
[run_status]
status = "finished, final reports clean"

[synthesis]
synth_cells = 3278
synth_top_area_share_pct = 19.0
ys_seq_share_pct = 14.1
yosys_cells = 3278
ys.flops = 194
edf_count = 0
ys_area_um2 = 27500
synth-async-reset-ratio_pct = 0
postSynthAreaPerCell_um2 = 8.39
synth_cell_types = 89
syn-cell-area_um2 = 27500
netlist_top_cells_area = "fa_1, dfxtp_1, ha_1, inv_1, mux2i_1"
yosysWarnings = 9
yosys.area.top_type = "fa_1"
synthFlopType = "dfxtp_1"

[sta]
finalCriticalPeriod_ns = 7.40
relSlewSlack_pct = 38.9
max_freq_ghz = 0.135
period_used_pct = 45.1
setup_tns_ns = 0
worst_slew_pin_slew_ns = 0.914
fin_hold_ws_ns = 0.487
clock_skew_ns = 0.0167
setup_viol = 0
finalHoldViolations = 0
rsz0062_at_grt = "false"
drv_slew = 0
fin_ws_ns = 9.00

[global_route]
grt_pass1_vias = 23884
grt-ovfl-total = 0
grt_pass1_wl_um = 136000
grt_max_degree = 50
grt_usage_pct = 32.9
antenna_found_initial = 3

[critical_path]
slowest_delay_ns = 0.66
crit_top_cell = "fa_1"
crit_path_start_kind = "flop"
cp_data_arrival_time_ns = 7.80
slowest_stage = "dfxtp_1"
reg2reg_slack_ns = 9.00
worstPathMaxFanout = 11
reg2reg_from = "genblk1.reg_mux_18bit_sync4.a_reg[15]"
worstPathRequired_ns = 16.80
endpoint_kind = "flop"
cp_cell_sequence = "buf_4 -> nand2_1 -> fa_1 -> fa_1 -> fa_1 -> inv_1 -> fa_1 -> fa_1 -> inv_1 -> fa_1 -> inv_1 -> ha_1 -> nand2_1 -> nor3_1 -> and2_1 -> o21ai_0 -> a211oi_1 -> o21ai_0 -> a21oi_1 -> mux2i_1 -> a32o_1"
crit_path_start = "genblk1.reg_mux_18bit_sync4.a_reg[15]"
crit_type = "reg -> reg"

[placed_design]
pre_cts_slack_ns = 8.65
port_buffers = 322
gp_congestion = 0.974
dp_cells = 4112
hpwl_um = 67300

[cts]
clockRootBuffer = "clkbuf_16"
clkTransAtPathRegs_ns = 0.08
cts_resized = 0
postCtsSetupBuffers = 0
clock.latency.late_pin_ns = 0.52
cts_buffer_depth = 2
cts_sinks = 194
cts_max_level = 4
cts_hold_buf = 0
numCtsBuffers = 17
cts_tree = "yes"

[detailed_routing]
viasPerCell = 5.73
drc_errors = 0
wl_per_cell_um = 20.9
drtPass1Iterations = 7
antenna_left = 0
wl_um = 86900
vias = 23772
drt_iter0_markers = 1393

[floorplanning]
die_w_um = 237
rows = 85
die_h_um = 237
ios = 346
core_um2 = 54000
chip_area_um2 = 55900
fp_util_pct = 50.9

[run]
drv_cap = 0
warnings = 91

[worst_hold_path]
hp-start = "genblk1.reg_mux_18bit_sync4.a_reg[11]"
hp-class = "reg -> reg"

[cells_and_area]
drive_above_1_share_pct = 6.44
final_cell_count_no_fill = 4147
area_delta_synth_final_pct = 14.5

[pwr]
power_mw = 2.11
cellLeakagePower_nw = 15.0
peakVddDrop_uv = 93.1
power_density_nw_per_um2 = 67.1
-- path summary, 6_finish.rpt --
check	endpoint	cells past startpoint
worst max-delay path	genblk1.reg_mux_36bit_sync1.a_reg[35]	21
worst min-delay path	genblk1.reg_mux_18bit_sync4.a_reg[11]	2
worst max register to register	genblk1.reg_mux_36bit_sync1.a_reg[35]	21
worst min register to register	genblk1.reg_mux_18bit_sync4.a_reg[11]	2
-- synthesized netlist by cell type (88+ instances only) --
library cell	instances
a21o_1	101
fa_1	261
a21oi_1	148
a22o_1	91
mux2_2	88
inv_1	402
nand2_1	269
nor2_1	268
dfxtp_1	194
ha_1	264
and2_1	156
clkbuf_1	164
mux2i_1	149
-- worst max-delay path, delay by kind of cell, from the launching register on --
kind,cells,cell delay [ns]
adder cells (fa/ha/maj),7,3.45
AND-OR/OR-AND,5,1.58
AND/OR/NAND/NOR,4,1.00
flip-flops,1,0.66
buffers and inverters,4,0.49
multiplexers,1,0.12
-- where the power goes --
| part | internal, mW | leakage, nW | switching [mW] |
|---|---|---|---|
| logic | 0.495 | 13.1 | 0.597 |
| registers | 0.513 | 1.60 | 0.0637 |
| clock network | 0.204 | 0.286 | 0.239 |
| total | 1.21 | 15.0 | 0.900 |
-- stage by stage --
step                utilization, %  cell area (um^2)
global placement              57.2             30900
finish                        58.3             31500
floorplan                        -             27500
CTS                           58.3             31500
global route                  58.3             31500
detailed placement            57.2             30900
-- logic make-up after synthesis --
logic type	after synthesis	share of synthesized area, %
XOR/XNOR	128	4.08
other	1	0.0136
AND-OR/OR-AND	650	16.7
flip-flops	194	14.1
buffers and inverters	640	9.46
adder cells (fa/ha/maj)	525	31.0
AND/OR/NAND/NOR	902	15.5
multiplexers	238	9.08
-- metal layers --
layer | up-vias | wire length [um] | track usage (%)
met4 | 4 | 3010 | 9.17
li1 | 11247 | - | -
met3 | 127 | 7990 | 10.5
met1 | 11447 | 37400 | 47.0
met2 | 947 | 38400 | 49.3
met5 | - | 30 | 0.433
-- final cells by class --
cell class | count | area [um^2]
diodes | 3 | 7.51
clock buffers | 17 | 425
clock inverters | 15 | 161
fillers | 4712 | 22500
inverters | 403 | 1510
multi-input cells | 2445 | 21000
flip-flops and latches | 194 | 3890
well taps | 696 | 871
repair buffers | 374 | 3590
-- placed cells by master, fill, tap and decap left out, types with 25 or more instances in the layout --
master,synthesis,final
a211oi_1,49,49
a21o_1,101,101
a21oi_1,148,148
a22o_1,91,91
a31oi_1,30,30
and2_1,156,156
and3_1,28,28
buf_4,50,52
clkdlybuf4s50_1,0,317
dfxtp_1,194,189
fa_1,261,261
ha_1,264,264
inv_1,402,402
mux2_2,88,88
mux2i_1,149,149
nand2_1,269,269
nand3_1,25,25
nor2_1,268,268
nor2b_1,35,33
nor3_1,45,45
o21ai_0,82,82
xnor2_1,79,79
xor2_1,49,49
Power figures rest on the tool's default switching activity, not on a simulated workload.
