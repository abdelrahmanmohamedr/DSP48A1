$ cat /design/flow/run.sh
#!/bin/bash
# OpenROAD 26Q1-2900-gdf79404cd8, Yosys 0.63+post, stock flow scripts
make -C /OpenROAD-flow-scripts/flow DESIGN_CONFIG=/design/flow/config.mk WORK_HOME=/design/flow/orfs finish
$ cat /design/flow/config.mk
export PLATFORM = sky130hd
export DESIGN_NAME = reg_mux_36bit_Async
export DESIGN_NICKNAME = reg_mux_36bit_Async
export VERILOG_FILES = /design/flow/design.v
export SDC_FILE = /design/flow/constraint.sdc
export NUM_CORES = 4
export LEC_CHECK = 1
export CORE_UTILIZATION = 30
$ cat /design/flow/constraint.sdc
current_design reg_mux_36bit_Async

set clk_period 1.5
set clk_io_pct 0.2

create_clock -name clk0 -period $clk_period [get_ports {clk}]

set non_clock_inputs [all_inputs -no_clocks]
set_input_delay [expr $clk_period * $clk_io_pct] -clock clk0 $non_clock_inputs
set_output_delay [expr $clk_period * $clk_io_pct] -clock clk0 [all_outputs]
$ cat /design/flow/design.v
module reg_mux_36bit_Async (a,clk,reset,clken,b);
parameter regi = 1;
    input [35:0]a;
    input clk,clken,reset;
    output reg [35:0]b;
    reg [35:0]a_reg;
    always @(*) begin
        if (regi) begin 
             b <= a_reg;
        end else begin
            b = a;
        end
    end
    always @(posedge clk or posedge reset) begin
        if (reset) begin
            a_reg <= 0;
        end else begin
             if (clken) begin
                   a_reg <= a;
                end  
        end
    end
endmodule
==> results.toml <==
# implementation run metrics
[outcome]
outcome = "completed"

[logic_synthesis]
async_flop_share = 1.00
ys.flops = 36
edf_count = 0
synthCells = 77
yosys.area.top_type = "dfrtp_1"
synth_area_um2 = 1490
ys_area_um2 = 1490
flop_cell = "dfrtp_1"
synth-cells-yosys = 77
top_cell = "dfrtp_1"
syn_avg_cell_area_um2 = 19.4
yosys_warnings = 1
ys_types = 6
yosys.stat.seqShare = 0.603
common_cells = "dfrtp_1, mux2_4, mux2_2"
top_area_frac = 0.603
area_leaders = "dfrtp_1, mux2_4, mux2_2"

[flow_run]
warning_count = 25
drv_cap = 0

[critical_path]
slowest_stage = "clkdlybuf4s50_1"
rr_startpoint = "a_reg[15]"
reg2reg_depth = 1
path_cells = "clkdlybuf4s50_1"
worstPathRequired_ps = 1200
worst_path_largest_cell_delay_ps = 470
startpoint = "a_reg[15]"
cp_num_buf_inv = 1
endpoint_kind = "primary output"
cpLargestDelayFamily = "buffers and inverters"
critPathLaunchType = "register"
ff2ff_setup_slack_ps = 720
path_class = "reg -> out"
crit_end = "b[15]"
cp.depth = 1
reg2reg_to = "a_reg[15]"
worstPathArrival_ps = 1120
crit_fanout = 2

[die]
dieWidth_um = 72.6
floorplan.core_util = 0.314
num_rows = 25
num_io_pins = 75
fp.dieArea_um2 = 5270
die_h_um = 72.6
coreArea_um2 = 4750

[place]
portBuffers = 74
post-dp-hpwl_mm = 1.95
gp_congestion = 0.756

[layout]
area_growth_pct = 58.5
drive_above_1_share = 0.293
filler_cell_count = 435
largest_reg_flops = 36

[global_route]
antenna_found_initial = 0
grt_max_degree = 37
first_global_vias = 941
grt_pass1_wl_mm = 4.58
grt.total_usage = 0.116
grt-ovfl-total = 0

[final_timing]
skew_ps = 0
setup_viol = 0
finalClockPeriodUsage = 0.947
rsz0062_at_grt = "false"
tns_ps = 0
min_period_ps = 1420
max_freq_mhz = 704
whs_ps = 377
finalMaxSlewViolations = 0
worstMarginPinSlew_ps = 308
hold_violations = 0
relSlewSlack = 0.795

[clock_network]
cts.clk_slew.worst_paths_ps = 70
cts_buffers = 5
cts-hold-fix-buffers = 0
htree_num_levels = 2
cts.sinks = 36
cts-root-buf = "clkbuf_8"
clk_latency_ps = 280
cts_resized = 0
tritoncts = "done"
post_cts_buffers = 0
max-clock-path-buffers = 2

[drt]
dr_total_vias = 908
antenna_left = 0
diodes = 0
routed_wl_mm = 2.83
drc = 0
wl_per_cell_um = 12.6
drt_pre_antenna_iters = 4
first_iter_violations = 10
vias_per_cell = 4.05

[pwr]
p_per_area_nw_per_um2 = 939
irDropWorstVdd_mv = 0.435
leakage_nw = 1.05

[min_path]
hold_path_class = "in -> async"
cells by family after synthesis:
| kind of cell | share of synthesized area |
|---|---|
| muxes | 0.347 |
| buffers and inverters | 0.0502 |
| DFF | 0.603 |
layout by cell type (no fill, tap or decap), drive strengths merged:
cell	instances
buf	4
dfrtp	36
clkbuf	6
inv	1
mux2	36
clkdlybuf4s50	73
clkinv	1
tightest hold or removal path, stage by stage:
cell and delay, ps:
clkdlybuf4s50_1 410, inv_1 100, buf_12 220
worst min path at each step:
stage     depth (start not counted)   endpoint  slack (ps)   from
4_1_cts                           3  a_reg[28]         390  reset
5_1_grt                           3   a_reg[1]         410  reset
6_report                          3  a_reg[28]         380  reset
routing by layer:
metal	up-vias	track usage	wire length, um
li1	423	-	-
met1	436	0.170	1230
met2	45	0.169	1280
met3	4	0.0507	285
met4	0	0.0174	26
met5	-	0	0
metrics by stage:
step	setup WS (ps)	util	power, mW	instance area [um^2]	instances
after floorplan	396	-	1.31	1490	77
after global placement	334	0.482	1.62	2290	217
after detailed placement	312	0.482	1.62	2290	217
after CTS	60.6	0.498	2.26	2370	224
after global routing	11.5	0.498	2.36	2370	224
final	79.4	0.498	2.22	2370	224
where the power goes:
group	leakage, nW	switching [mW]	internal (mW)
Sequential	0.421	0.0558	1.07
Combinational	0.588	0.0910	0.382
Clock	0.0410	0.310	0.315
final cells by class:
type / instances / area, um^2 / share of cell area
flip-flops and latches: 36 / 901 / 0.381
repair buffers: 77 / 783 / 0.331
multi-input cells: 36 / 518 / 0.219
well taps: 67 / 83.8 / 0.0354
clock buffers: 6 / 72.6 / 0.0307
clock inverters: 1 / 5.00 / 0.00211
inverters: 1 / 3.75 / 0.00159
Power and IR drop assume default switching activity.
